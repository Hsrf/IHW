[flow/config.mk]
export PLATFORM = sky130hd
export DESIGN_NAME = Multi
export DESIGN_NICKNAME = Multi
export VERILOG_FILES = /design/flow/design.v
export SDC_FILE = /design/flow/constraint.sdc
export NUM_CORES = 4
export LEC_CHECK = 1
export CORE_UTILIZATION = 40
[flow/constraint.sdc]
current_design Multi

set clk_period 10.4
set clk_io_pct 0.2

create_clock -name clk0 -period $clk_period [get_ports {Clk}]

set non_clock_inputs [all_inputs -no_clocks]
set_input_delay [expr $clk_period * $clk_io_pct] -clock clk0 $non_clock_inputs
set_output_delay [expr $clk_period * $clk_io_pct] -clock clk0 [all_outputs]
[flow/design.v]
module Multi(MultA, MultB, Hi, Lo, MultControl, Clk, Reset, out);
	input logic Clk, Reset;
	input logic [31:0] MultA, MultB;
	input logic MultControl;
	output logic [31:0] Hi, Lo;
	output logic out;
	logic [31:0] C;
	logic [64:0] A, S, P;
	logic [1:0] finalP;
	logic [63:0] result;
	logic resultHiLo, start;
	logic [5:0] contador;
    always @(posedge Clk or posedge Reset)begin
		if (Reset) begin
			Hi <= 32'b0;
			Lo <= 32'b0;
			A <= 65'b0;
			S <= 65'b0;
			P <= 65'b0;
			C <= 32'b0;
			contador <= 6'b0;
			finalP <= 2'b0;
			resultHiLo <= 0;
			start <= 0;
			out <= 0;
		end else if (MultControl) begin
			if(start == 0) begin
				A = {MultA[31:0], 33'b0};
				C = (~A + 1'b1);
				S = {C, 33'b0};
				P = {32'b0, MultB[31:0], 1'b0};
				start = 1;
			end else if(contador < 32) begin
				finalP = P[1:0];
				case (finalP)
					2'b01: P = P + A;
					2'b10: P = P + S;
					2'b00: P = P;
					2'b11: P = P;
				endcase
				P = P >> 1;
				contador = contador + 1;
			end
		end else if (contador == 32) begin
				result = P[64:1];
				Hi <= result[63:32];
				Lo <= result[31:0];
				resultHiLo <= 0;
				out <= 1;
		end
    end
endmodule
[flow/run.sh]
#!/bin/bash
# OpenROAD 26Q1-2900-gdf79404cd8, Yosys 0.63+post, stock flow scripts
make -C /OpenROAD-flow-scripts/flow DESIGN_CONFIG=/design/flow/config.mk WORK_HOME=/design/flow/orfs finish
==> results.txt <==
Figures from the implementation reports.

- The run finished with clean final reports.
- In this run the register-to-register setup slack is 6.65 ns.
- The endpoint identified for the worst register-to-register timing path is P[57]$_DFFE_PP0P_.
- The total count of max-transition violations in the final report is 0.
- The script computed a power per unit cell area of 233 nW/um^2.
- Walking the worst path, the cells encountered are clkdlybuf4s50_1 -> nand3b_1 -> buf_4 -> buf_4 -> mux2_2.
- The startpoint type of the worst setup path reads an input port.
- The number of synthesized flops with an enable pin reads 0.
- The number of buffers on the longest clock path reads 2.
- The minimum hold slack is 0.482 ns.
- The count of warnings emitted by yosys is 1.
- The root buffer cell reads sky130_fd_sc_hd__clkbuf_16.
- The category of the worst setup path capture point is a flop.
- The global-route wire length before repair reads 31400 um.
- The largest vdd supply drop is 0.000127 V.
- In the final timing run, aggregate negative setup slack is 0 ns.
- The placed wire-length estimate is 12900 um.
- The most prevalent standard cell on the critical path is sky130_fd_sc_hd__buf_4.
- For this run, the final setup violation count is recorded as 0.
- The initial antenna violation count is 0.
- The synth_stat.txt file lists the number of cells as 776.
- The class of the most critical hold timing path is flop to flop.
- The proportion of synthesized chip area in sequential cells reads 48.4%.
- The chip occupies 22200 um^2.
- The switching share of power reads 37.3%.
- Across every metal layer, demand over resource in global routing totals 18.3%.
- The share of the clock period used by the worst path after layout reads 40.3%.
- The routability congestion estimate from global placement reads 0.875.
- The clock share of power is 25.1%.
- The minimum clock period after layout reads 4.20 ns.
- The critical-path cell with the highest stage delay is sky130_fd_sc_hd__clkdlybuf4s50_1.
- TritonCTS built the clock tree.
- The depth of the worst hold-timing path reads 1.
- The combinational power share reads 36.9%.
- The setup clock skew after layout reads 0.00837 ns.
- The worst slew margin relative to its limit reads 40.7%.
- The area of the synthesized netlist per yosys stat reads 8630 um^2.
- The multi-input logic area reads 4230 um^2.
- The cell row count reads 53.
- For reference, the final report shows the hold violation count at 0.
- Total power for the finished layout comes to 2.51 mW.
- The number of clock sinks reads 167.
- The number of instances in the synthesized netlist reads 776.
- The post-detailed-route DRC marker count reads 0.
- The clock latency of the later-clocked register in the worst-skew pair is 0.43 ns.
- 132 I/O pins were placed.
- The first-pass iteration count of the detailed router reads 4.
- The number of fill cells in the layout reads 1936.
- The area growth from synthesis to layout is 24.7%.
- The count of state elements after synthesis reads 167.
- The sequential cell area is 4180 um^2.
- The startpoint of the most critical register-to-register path is P[0]$_DFFE_PP0P_.
- The highest fanout seen on the critical path reads 42.
- Looking at the clock tree report, the H-tree level count equals 4.
- Setup repair after global routing left no endpoint under its margin.
- The count of port buffers added during placement reads 130.
- The detailed router placed 6122 vias in this run.
- The dominant logic cell type in the layout reads sky130_fd_sc_hd__dfrtp_1.
- The tool flagged a number of max-cap violations equal to 0.
- Grouping stages by cell kind, the critical path spends the most delay in buffers and inverters.
- After clock tree synthesis, the repair step resized 0 gates.
- The required time at the worst-slack endpoint is 10.71 ns.
- The number of buffers and inverters on the critical path is 3.
- The violation tally from detailed-route iteration zero is 340.
- According to the timing report, the arrival time at the worst endpoint equals 4.51 ns.
- The post-route netlist has 17.4% of its cells at a drive strength greater than 1.
- The transition time of the tightest slew-check pin reads 0.890 ns.
- For this run, asynchronously set or reset flops after synthesis account for 100%.
- The residual antenna-violating net count after detailed routing reads 0.
- The largest net degree at the start of global routing is 115.
- The overall overflow remaining after global route is 0.
- The relative contribution of sequential cells to total power reads 38.0%.
- In this run the vertical extent of the chip is 149 um.
- The script extracted a net switching power of 934 uW.
- The library cells used most frequently in the layout, excluding fill and tap cells, are 166 x sky130_fd_sc_hd__dfrtp_1, 130 x sky130_fd_sc_hd__clkdlybuf4s50_1, 94 x sky130_fd_sc_hd__mux2_2.
- The destination of the worst hold path reads out$_DFFE_PP0P_.
- The number of unique standard cell types used by synthesis reads 70.
- At the floorplan stage, the core utilization is reported as 40.9%.
- The total CTS buffers is 17.
- The core box area is 21100 um^2.
- The number of cell instances on the worst register-to-register path reads 14.
- The number of global-route vias before repair was 6038.
- The origin of the worst min-delay path reads out$_DFFE_PP0P_.
- The post-cts hold buffer count is 0.
- The average detailed-routed wire length per instance reads 16.0 um.
- The horizontal die size is 149 um.
- The clock transition time at the flip-flop clock pins of the worst setup and hold paths is 0.08 ns.
- The cell area after synthesis reads 8630 um^2.
- A synthesized cell averages 11.1 um^2.
- Dividing the detail-routed via count by the number of cells gives 5.19.
- The tally of OpenROAD warnings is 29.
- For reference, the critical path is launched at MultControl.
- The total wire length reads 18800 um.
- The type of the worst setup path reads input port to flop.
- Static timing analysis puts the maximum clock frequency at 238 MHz.
- The internal portion of total power is 1.57 mW.
- The leakage component of the power was reported as 5.05 nW.
- The most used flip-flop cell after synthesis is sky130_fd_sc_hd__dfrtp_1.
- In this run the post-CTS setup repair buffer count came out at 0.
- The longest individual stage delay on the worst path reads 0.58 ns.
-- cells by family after synthesis --
logic type | share of synthesized area, %
xor+xnor | 3.05
simple gates | 9.98
compound gates | 14.7
buf+inv | 2.68
flops | 48.4
other cells | 0.0435
fa+ha+maj | 5.16
mux | 16.0
-- power groups by stage --
stage / Combinational, mW / Clock, mW / Sequential, mW
after global routing: 1.04 / 0.672 / 0.982
final: 0.925 / 0.629 / 0.952
after CTS: 0.928 / 0.645 / 0.954
-- final cells by class --
cell class | instances | area share, %
well taps | 275 | 3.20
clock buffers | 17 | 3.95
multi-input cells | 557 | 39.3
flip-flops and latches | 167 | 38.8
repair buffers | 137 | 12.7
inverters | 10 | 0.395
diodes | 1 | 0.0233
clock inverters | 15 | 1.62
-- per-layer routing --
| layer | GRT usage [%] | wire (um) | vias up |
|---|---|---|---|
| met2 | 25.3 | 7850 | 148 |
| li1 | - | - | 3026 |
| met3 | 2.56 | 847 | 16 |
| met4 | 1.84 | 214 | 0 |
| met1 | 32.3 | 9910 | 2932 |
| met5 | 0 | 0 | - |
-- synth_stat cells, types with 3 or more instances --
| cell | instances | area share [%] |
|---|---|---|
| sky130_fd_sc_hd__xnor2_1 | 22 | 2.2 |
| sky130_fd_sc_hd__a211oi_1 | 3 | 0.26 |
| sky130_fd_sc_hd__buf_2 | 4 | 0.23 |
| sky130_fd_sc_hd__inv_1 | 10 | 0.44 |
| sky130_fd_sc_hd__o21ai_0 | 69 | 4.0 |
| sky130_fd_sc_hd__nand2_1 | 67 | 2.9 |
| sky130_fd_sc_hd__clkbuf_1 | 27 | 1.2 |
| sky130_fd_sc_hd__a21oi_1 | 36 | 2.1 |
| sky130_fd_sc_hd__ha_1 | 34 | 4.9 |
| sky130_fd_sc_hd__dfrtp_1 | 167 | 48 |
| sky130_fd_sc_hd__mux2_2 | 94 | 12 |
| sky130_fd_sc_hd__nor3_1 | 6 | 0.35 |
| sky130_fd_sc_hd__nor2b_1 | 33 | 2.4 |
| sky130_fd_sc_hd__a22oi_1 | 17 | 1.5 |
| sky130_fd_sc_hd__xor2_1 | 8 | 0.81 |
| sky130_fd_sc_hd__o21ai_1 | 13 | 0.75 |
| sky130_fd_sc_hd__mux2i_1 | 32 | 3.7 |
| sky130_fd_sc_hd__buf_1 | 7 | 0.30 |
| sky130_fd_sc_hd__nand4_1 | 12 | 0.87 |
| sky130_fd_sc_hd__o21a_1 | 6 | 0.52 |
| sky130_fd_sc_hd__nand2b_1 | 8 | 0.58 |
| sky130_fd_sc_hd__nor2_1 | 21 | 0.91 |
| sky130_fd_sc_hd__nand3_1 | 3 | 0.17 |
| sky130_fd_sc_hd__o21bai_1 | 5 | 0.44 |
| sky130_fd_sc_hd__a21o_1 | 15 | 1.3 |
-- how the worst max path moves through the flow --
stage / slack [ns] / end / depth (start not counted)
CTS: 6.21 / Hi[23]$_DFFE_PP0P_ / 5
global route: 6.08 / Hi[22]$_DFFE_PP0P_ / 5
finish: 6.20 / Hi[23]$_DFFE_PP0P_ / 5
-- per-stage QoR --
step	utilization, %	cells	cell area, um^2	setup WS [ns]
6_report	51.0	1179	10800	6.20
5_1_grt	51.0	1178	10800	6.08
4_1_cts	51.0	1178	10800	6.21
3_5_place_dp	48.2	1146	10200	5.74
3_3_place_gp	48.2	1146	10200	5.77
2_1_floorplan	-	776	8630	3.80
-- state kept, by name, indices dropped and copies added, names as in the netlist --
signal / cells
Lo: 32
P: 64
start: 1
out: 1
Hi: 31
A: 32
contador: 6
Power and IR drop assume default switching activity.
